## design/flow/constraint.sdc

```tcl
current_design canUnstuff

set clk_period 1.3
set clk_io_pct 0.2

create_clock -name clk0 -period $clk_period [get_ports {clkin}]

set non_clock_inputs [all_inputs -no_clocks]
set_input_delay [expr $clk_period * $clk_io_pct] -clock clk0 $non_clock_inputs
set_output_delay [expr $clk_period * $clk_io_pct] -clock clk0 [all_outputs]
```

## design/flow/design.v

```verilog
module canUnstuff #(parameter CONSEC = 5) (
  input clkin,
  input rxin,       
  input en,         
  output rxout,     
  output clkout,    
  output err        
);
  reg bitState = 0;
  reg stuffBit = 0;
  reg [3:0] consecBits = 0;   
  reg stuffing = 0;  
  always @(*) begin
    clkout = clkin && !stuffing;   
    rxout = stuffing ? stuffBit : rxin;  
  end
  always @(posedge clkin) begin
    if(en)begin
      bitState <= rxout;    
      if(stuffing) begin
        err <= (rxin == bitState);   
        consecBits <= 0;   
      end else begin
        if(rxin == bitState) begin
          consecBits <= consecBits + 1;
        end else begin
          consecBits <= 0;   
        end
      end
    end else begin
      bitState <= rxin;
      consecBits <= 0;   
      err <= 0;
    end
  end
  always @(negedge clkin) begin   
    if(en) begin
      stuffBit <= ~bitState;   
      stuffing <= (consecBits >= CONSEC);   
    end else begin
      stuffing <= 0;
    end
  end
endmodule
```

## design/flow/config.mk

```make
export PLATFORM = sky130hd
export DESIGN_NAME = canUnstuff
export DESIGN_NICKNAME = canUnstuff
export VERILOG_FILES = /design/flow/design.v
export SDC_FILE = /design/flow/constraint.sdc
export NUM_CORES = 4
export LEC_CHECK = 1
export CORE_AREA = 10 10 70 70
export DIE_AREA = 0 0 80 80
```

## design/flow/run.sh

```bash
#!/bin/bash
# OpenROAD 26Q1-2900-gdf79404cd8, Yosys 0.63+post, stock flow scripts
make -C /OpenROAD-flow-scripts/flow DESIGN_CONFIG=/design/flow/config.mk WORK_HOME=/design/flow/orfs finish
```

==> results.py <==
# Synthesis and PnR figures
metrics = {
    "power_and_ir_drop": {
        "internal-power_uw": 475,
        "irDropWorstVdd_mv": 0.279,
        "p_sw_uw": 181,
        "pwr-share-seq_pct": 40.6,
        "clock_power_share_pct": 48.6,
        "p_sw_share_pct": 27.5,
        "p_comb_share_pct": 10.8,
        "finalPower_uw": 656,
        "leakage_nw": 0.270,
        "powerDensity_nw_per_um2": 1070,
    },
    "floorplanning": {
        "coreArea_um2": 3420,
        "fp-utilization_pct": 10.1,
        "num_io_pins": 6,
        "die_w_um": 80,
        "row_count": 21,
        "die_area_um2": 6400,
        "die_h_um": 80,
    },
    "layout": {
        "drive_above_1_share_pct": 53.7,
        "syn_to_final_growth_pct": 77.5,
        "fillers": 377,
    },
    "drt": {
        "diodes": 0,
        "wirelength_um": 688,
        "drc_errors": 0,
        "first_pass_iters": 2,
        "wl_per_cell_um": 6.88,
        "vias": 281,
        "vias_per_cell": 2.81,
        "ant_nets": 0,
        "initialDrtViolationCount": 7,
    },
    "synthesis": {
        "yosys-stat-area_um2": 344,
        "syn_inst": 34,
        "ys_seq_elements": 8,
        "synth_stat.cells": 34,
        "netlist_area_um2": 344,
        "ys_warn_count": 5,
        "yosysUniqueCellTypes": 16,
        "syn_avg_cell_area_um2": 10.1,
        "yosysSeqAreaShare_pct": 49.5,
    },
    "sta": {
        "setup_violations": 10,
        "rsz0062_at_grt": "true",
        "finalSetupTns_ns": -4.92,
        "tightest_slew_ns": 0.171,
        "worst_slack_ns": -0.680,
        "slew_headroom_pct": 88.6,
        "hold_viol": 0,
        "skew_ns": 0.0608,
        "report.final.slew_viol_count": 0,
    },
    "clock_tree": {
        "clkLatencyLatePin_ns": 0.32,
        "path_clk_slew_ns": 0.06,
        "cts_root_buffer": "clkbuf_4",
        "hold_buffers": 0,
        "htreeDepth": 1,
        "cts_tree": "built",
        "clk_path_buf_depth": 2,
        "numCtsBuffers": 3,
    },
    "critical_path": {
        "r2r-end": "consecBits[0]",
        "reg2reg_depth": 5,
        "path_class": "flop to output port",
        "endpoint_kind": "output port",
        "r2r_setup_slack_ns": -0.63,
        "cp-start-kind": "flop",
        "critPathMaxFanout": 2,
        "arrival_ns": 1.72,
        "cp_data_required_time_ns": 1.04,
        "reg2reg_from": "stuffing",
    },
    "min_path": {
        "hp-start": "err",
        "min_path_cells": 2,
        "worstHoldEndpoint": "err",
        "hold_class": "flop to flop",
    },
    "status": {
        "failed_checks": "setup timing",
        "outcome": "complete, but fails checks",
    },
    "global_route": {
        "antenna_found_initial": 0,
        "grt_use_total_pct": 2.49,
        "grt_pass1_wl_mm": 1.21,
        "grt_overflow": 0,
        "grt_max_degree": 6,
        "grt_pass1_vias": 275,
    },
    "place": {
        "dp_slack_ns": -0.660,
        "io_buffers": 5,
        "gp_congestion": 0.708,
        "dp_hpwl_um": 486,
    },
    "flow_run": {
        "max_cap_viol_count": 0,
        "warnings": 35,
    },
}
## placed cells by master, fill, tap and decap left out, drive strengths merged
cell type,netlist,routed
buf,0,11
clkbuf,0,3
clkinv,0,1
dlygate4sd2,0,2
dfxtp,7,7
edfxtp,1,1
or3b,1,1
xnor2,1,1
nor2,5,5
ha,3,3
inv,5,7
mux2,2,2
nand2b,1,1
a21oi,1,1
nand3,1,1
nand3b,1,1
clkdlybuf4s50,0,1
o21ai,1,1
nand2,1,1
nor2b,1,1
xor2,2,2
## metrics by stage
step                hold WS (ns)  instances  area [um^2]  util (%)
finish                     0.490        100          611      17.9
global route               0.509        100          611      17.9
CTS                        0.487        100          599      17.5
detailed placement         0.480         91          531      15.5
global placement           0.477         91          531      15.5
floorplan                  0.329         34          378         -
## final cells by class
class	count	area, um^2	area share (%)
repair buffers	13	114	18.6
well taps	46	57.6	9.43
multi-input cells	21	204	33.4
clock buffers	4	27.5	4.51
flip-flops and latches	8	178	29.1
inverters	4	15.0	2.46
clock inverters	4	15.0	2.46
## layer usage
layer	track usage, %	share of wire [%]
met1	2.82	47
met2	3.05	34
met3	2.84	19
met4	0.352	0
met5	0	0
## state kept, by name, summed over array words and instances (netlist names)
register / cells
stuffBit: 1
consecBits: 4
stuffing: 1
err: 1
bitState: 1
## critical path: stages, from the launching register on
cell and delay [ns]:
edfxtp_1 0.37, mux2_4 0.28, buf_6 0.11
## logic make-up (layout without fill, tap and decap cells)
logic type	Yosys count	in the layout	synth area share, %
xor gates and xnor gates	3	3	7.64
adders and majority gates	3	3	10.9
DFF	8	8	49.5
and+or+nand+nor	11	11	17.1
muxes	2	2	6.54
AOI/OAI and AO/OA	2	2	2.91
buffers and inverters	5	25	5.46
## worst max-delay path by stage
| stage | start | end | slack [ns] | cells past startpoint |
|---|---|---|---|---|
| after global routing | stuffBit | rxout | -0.74 | 2 |
| after CTS | stuffBit | rxout | -0.68 | 2 |
| final | stuffBit | rxout | -0.68 | 2 |
## power groups by stage
| stage | clock network (mW) | logic (mW) | registers (mW) |
|---|---|---|---|
| CTS | 0.313 | 0.0683 | 0.266 |
| global route | 0.361 | 0.0806 | 0.267 |
| finish | 0.319 | 0.0705 | 0.266 |
## timing repair
action,in CTS,in global routing
resized,18,2
pin swaps,3,1
setup buffers,3,0
endpoints found under the setup margin,12,10
## cells in the mapped netlist
cell / instances / share of area (%)
edfxtp_1: 1 / 8.7
nand2b_1: 1 / 1.8
dfxtp_1: 7 / 41
nand3_1: 1 / 1.5
o21ai_0: 1 / 1.5
or3b_4: 1 / 3.3
nor2_1: 5 / 5.5
a21oi_1: 1 / 1.5
xnor2_1: 1 / 2.5
nand3b_1: 1 / 2.2
ha_1: 3 / 11
inv_1: 5 / 5.5
mux2_2: 2 / 6.5
xor2_1: 2 / 5.1
nand2_1: 1 / 1.1
nor2b_1: 1 / 1.8
Power is estimated from default activity; no workload was simulated.
