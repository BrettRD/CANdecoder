==> design.v <==
module trivialCapture(
    input rst,                  
    input clk,                  
    input rx,                   
    input en,                   
    output [HEAD:0] dout
  );
  parameter HEAD = 7;
  reg [HEAD:0] packet = 0;    
  reg [HEAD:0] selector = {1,{HEAD{0}}};  
  assign dout = packet;
  always @(posedge clk or posedge rst) begin
    if(rst) begin
      packet <= 0;
    end else begin
      if(en) begin
        packet <= (selector & {HEAD+1{rx}}) | packet;
      end
    end
  end
  always @(negedge clk or posedge rst) begin
    if(rst) begin
      selector[HEAD] <= 1;   
      selector[HEAD-1:0] <= 0;   
    end else begin
      if(en) begin
        selector [HEAD-1:0] <= selector [HEAD:1];  
        selector [HEAD] <= selector[0];
      end
    end
  end
endmodule
==> run.sh <==
#!/bin/bash
# OpenROAD 26Q1-2900-gdf79404cd8, Yosys 0.63+post, stock flow scripts
make -C /OpenROAD-flow-scripts/flow DESIGN_CONFIG=/design/flow/config.mk WORK_HOME=/design/flow/orfs finish
==> config.mk <==
export PLATFORM = sky130hd
export DESIGN_NAME = trivialCapture
export DESIGN_NICKNAME = trivialCapture
export VERILOG_FILES = /design/flow/design.v
export SDC_FILE = /design/flow/constraint.sdc
export NUM_CORES = 4
export LEC_CHECK = 1
export CORE_AREA = 10 10 90 90
export DIE_AREA = 0 0 100 100
==> constraint.sdc <==
current_design trivialCapture

set clk_period 1.0
set clk_io_pct 0.2

create_clock -name clk0 -period $clk_period [get_ports {clk}]

set non_clock_inputs [all_inputs -no_clocks]
set_input_delay [expr $clk_period * $clk_io_pct] -clock clk0 $non_clock_inputs
set_output_delay [expr $clk_period * $clk_io_pct] -clock clk0 [all_outputs]
==> impl_metrics.csv <==
group,metric,value,unit
outcome,status,"finished, violations left",
outcome,violations,"negative setup slack",
worst_setup_path,worstSetupPathType,"reg2reg",
sta,final-setup-viol-count,15,
worst_setup_path,critPathTopFamily,"flip-flops",
pwr,peakVddDrop,0.750,mV
pwr,leakage,0.569,nW
route,dr.first_iter.drc_count,9,
sta,finalMaxSlewViolations,0,
final_layout,drive_above_1_share,75.0,%
global_routing,first_global_vias,524,
cts,cts-root-buf,"clkbuf_8",
worst_setup_path,crit_path_cell_trace,"a31o_2",
logic_synthesis,top_area_cell,"dfrtp_1",
sta,maxSlewHeadroom,76.1,%
route,drcViolationCount,0,
run,drv_cap,0,
sta,grt_setup_unrepaired,"true",
cts,cts_buffers,3,
global_routing,grt_usage,3.07,%
floorplan,die_y,100,microns
worst_setup_path,cp-end-kind,"register",
worst_setup_path,arrival,1.47,ns
route,routedWlPerCell,9.25,microns
logic_synthesis,yosys_warnings,1,
placement,gp_congestion,0.761,
route,postRouteAntennaNets,0,
route,num_antenna_cells,0,
floorplan,floorplan.core_util,9.67,%
final_layout,final_util,16.8,%
worst_setup_path,cp.buffers_inverters,0,
sta,worst_pin_slew,0.357,ns
global_routing,grt_max_degree,10,
final_layout,area_growth,74.0,%
worst_setup_path,cp_slowest_stage_delay,0.53,ns
route,first_pass_iters,2,
sta,fin_ws,-0.282,ns
logic_synthesis,synthTopCellsByArea,"dfrtp_1 33%, dfrtn_1 29%, a31o_2 12%",
route,wl,1450,microns
sta,hold_ws,0.307,ns
placement,io_buffers,11,
cts,numClockSinks,16,
worst_setup_path,cp-start-kind,"register",
cts,clk_latency,0.31,ns
logic_synthesis,netlist_instances,37,
min_path,hp-class,"in2async",
run,tool_warnings,29,
floorplan,num_rows,29,
floorplan,die_w,100,microns
worst_setup_path,required,1.19,ns
placement,dp_slack,-0.859,ns
logic_synthesis,numSynthFlops,16,
cts,clock_path_buffers,2,
logic_synthesis,yosys.area.top_type_share,33.0,%
route,via_per_inst,2.82,
logic_synthesis,yosys_area,607,sq um
worst_setup_path,slowest_stage,"dfstp_2",
logic_synthesis,synth_cell_types,10,
logic_synthesis,ys_cells,37,
cts,cts_tree,"built",
sta,fin_skew,0.0602,ns
global_routing,antenna_found_initial,0,
global_routing,grt_pass1_wl,2540,microns
floorplan,io_pins,12,
route,vias,442,
global_routing,grt_overflow,0,
logic_synthesis,synth_seq_share,66.2,%
logic_synthesis,synth_area,607,sq um
sta,hold_viol,0,
floorplan,coreArea,6280,sq um
pwr,p_per_area,1170,nW/um^2
cts,clk_pin_slew,0.06,ns
placement,place.detailed.hpwl,1050,microns
cts,ctsHtreeMaxLevel,1,
worst_setup_path,crit_fanout,2,
logic_synthesis,avgSynthCellArea,16.4,sq um
floorplan,die_area,10000,sq um
-- flip-flops by register name, summed over array words and instances (netlist names) --
name and flops:
packet 8, selector 8
-- final timing paths --
check / start / end / slack [ns] / cells past startpoint
worst max-delay path: selector[7] / packet[7] / -0.28 / 1
worst min-delay path: rst / packet[1] / 0.31 / 3
worst max register to register: selector[7] / packet[7] / -0.28 / 1
worst min register to register: packet[2] / packet[2] / 0.55 / 2
max in group asynchronous: rst / selector[6] / 0.18 / 3
min in group clk0: en / packet[0] / 0.50 / 5
-- cell type report --
cell class	count	area [sq um]
fill	681	5220
sequential	16	402
timing repair buffer	42	319
multi-input combinational	16	186
tap	77	96.3
clock buffer	4	45.0
clock inverter	1	3.75
inverter	1	3.75
-- power by group --
| part | total (W) | leakage [nW] | switching (W) | internal, W |
|---|---|---|---|---|
| clock network | 0.000500 | 0.0281 | 0.000213 | 0.000288 |
| logic | 0.0000855 | 0.321 | 0.0000385 | 0.0000470 |
| registers | 0.000650 | 0.220 | 0 | 0.000650 |
-- per-layer routing --
layer,global-route usage [%],vias to the layer above,part of all wire [%]
met2,5.87,6,56
met1,3.25,215,39
met4,0.652,0,2.3
met3,0.833,5,3.0
met5,0,-,0
li1,-,216,-
-- layout by cell type, fill, tap and decap left out, types with 2 or more instances in the layout --
| cell type | instances |
|---|---|
| a31o_2 | 8 |
| buf_2 | 8 |
| dfrtp_1 | 8 |
| clkbuf_8 | 3 |
| mux2_4 | 7 |
| buf_8 | 2 |
| buf_4 | 29 |
| inv_1 | 2 |
| dfrtn_1 | 7 |
| clkdlybuf4s50_1 | 2 |
-- cells in the mapped netlist (all sizes together) --
library cell  count
a31o              8
buf               2
clkbuf            1
dfrtn             7
dfrtp             8
dfstp             1
inv               2
mux2              8
-- metrics by stage --
| step | cells | TNS, ns | power, W | instance area, sq um |
|---|---|---|---|---|
| after floorplan | 37 | -3.47 | 0.000712 | 611 |
| after global placement | 143 | -9.78 | 0.000738 | 941 |
| after detailed placement | 143 | -9.92 | 0.000740 | 941 |
| after CTS | 156 | -2.18 | 0.00124 | 1040 |
| after global routing | 157 | -2.37 | 0.00129 | 1060 |
| final | 157 | -2.16 | 0.00124 | 1060 |
-- repair_timing --
action | CTS | global route
setup endpoints to repair | 24 | 15
hold buffers | 0 | 0
setup buffers | 8 | 2
cloned | 1 | 0
resized | 38 | 1
-- cell families after synthesis --
| family | count (synthesis) | synth area share (%) |
|---|---|---|
| AOI/OAI and AO/OA | 8 | 11.5 |
| buffers and inverters | 5 | 6.18 |
| DFF | 16 | 66.2 |
| muxes | 8 | 16.1 |
Power is estimated from default activity; no workload was simulated.
