===== flow/run.sh =====
#!/bin/bash
# OpenROAD 26Q1-2900-gdf79404cd8, Yosys 0.63+post, stock flow scripts
make -C /OpenROAD-flow-scripts/flow DESIGN_CONFIG=/design/flow/config.mk WORK_HOME=/design/flow/orfs finish

===== flow/config.mk =====
export PLATFORM = sky130hd
export DESIGN_NAME = canCRC
export DESIGN_NICKNAME = canCRC
export VERILOG_FILES = /design/flow/design.v
export SDC_FILE = /design/flow/constraint.sdc
export NUM_CORES = 4
export LEC_CHECK = 1
export CORE_AREA = 10 10 82 82
export DIE_AREA = 0 0 92 92

===== flow/constraint.sdc =====
current_design canCRC

set clk_period 1.3
set clk_io_pct 0.2

create_clock -name clk0 -period $clk_period [get_ports {clk}]

set non_clock_inputs [all_inputs -no_clocks]
set_input_delay [expr $clk_period * $clk_io_pct] -clock clk0 $non_clock_inputs
set_output_delay [expr $clk_period * $clk_io_pct] -clock clk0 [all_outputs]

===== flow/design.v =====
module canCRC #(
    parameter BITS = 15,
    parameter POLY = 'h4599
  )(
    input clk,
    input rst,
    input en,
    input din,
    output reg zero,
    output reg [BITS-1:0] remainder = 0  
  );
  reg [BITS-1:0] poly = POLY;
  wire xorflag;
  assign xorflag = remainder[BITS-2];
  always @(posedge clk or posedge rst) begin
    if(rst) begin
      remainder <= 0;
      zero <= 1;
    end else begin
      if (en) begin
        if(xorflag) begin
          remainder <= {remainder[BITS-2:0],din} ^ poly;
          zero <= (({remainder[BITS-2:0],din} ^ poly) == 0);
        end else begin
          remainder <= {remainder[BITS-2:0],din};
          zero <= (({remainder[BITS-2:0],din}) == 0);
        end
      end
    end
  end
endmodule

==> impl_metrics.sql <==
-- implementation run metrics
INSERT INTO impl_metrics (metric_group, metric, value, unit) VALUES
('run_status', 'status', 'finished clean', ''),
('route', 'diodes', '0', ''),
('grt', 'pin_count_of_the_biggest_net_entering_global_routing', '21', ''),
('sta', 'fin_tns_setup', '0', 'ps'),
('floorplanning', 'number_of_top_level_pins', '20', ''),
('grt', 'grtUsageTotal', '4.27', '%'),
('yosys', 'post-synth-top-area-cell', 'dfrtp_1', ''),
('yosys', 'ys_cells', '58', ''),
('grt', 'grt_pass1_wl', '2950', 'um'),
('placement', 'dpl_cell_area', '1000', 'um^2'),
('power_and_ir_drop', 'power_density', '2140', 'nW/um^2'),
('yosys', 'synth_area', '686', 'um^2'),
('sta', 'slew_violations', '0', ''),
('yosys', 'seq_share_synth', '54.9', '%'),
('clocking', 'tritoncts_clock_tree', 'built', ''),
('route', 'wl', '1760', 'um'),
('route', 'route.detailed.vias_per_inst', '3.43', ''),
('setup_path', 'path_class', 'reg2out', ''),
('setup_path', 'timing.critical_path.required', '1040', 'ps'),
('yosys', 'syn-instance-count', '58', ''),
('floorplanning', 'die.size.x', '92', 'um'),
('clocking', 'cts-root-buf', 'clkbuf_8', ''),
('placement', 'pre_cts_slack', '-98.2', 'ps'),
('layout', 'finalInstanceArea', '1120', 'um^2'),
('clocking', 'worst_setup_hold_path_clk_slew', '60', 'ps'),
('yosys', 'ys.warnings.count', '1', ''),
('clocking', 'clock_sinks', '15', ''),
('route', 'route.vias.total', '563', ''),
('sta', 'min_period', '1230', 'ps'),
('sta', 'finalHoldViolCount', '0', ''),
('yosys', 'post-synth-top-area-fraction', '51.1', '%'),
('setup_path', 'critical-path-slowest-cell', 'dfstp_2', ''),
('clocking', 'cts_buffer_depth', '2', ''),
('floorplanning', 'die_area', '8460', 'um^2'),
('layout', 'nFillCells', '553', ''),
('sta', 'clock_skew', '1.72', 'ps'),
('route', 'detail_route.first_pass.iterations', '2', ''),
('route', 'post_detailed_route_wirelength_per_cell', '10.7', 'um'),
('floorplanning', 'fp-utilization', '13.5', '%'),
('grt', 'antenna_found_initial', '0', ''),
('sta', 'setup_repair_after_global_routing_missed_its_margin', 'no', ''),
('yosys', 'synth_unique_cells', '19', ''),
('power_and_ir_drop', 'max-vdd-ir-drop', '0.560', 'mV'),
('setup_path', 'critPathBufInv', '1', ''),
('flow_run', 'cap_violations', '0', ''),
('floorplanning', 'rows', '26', ''),
('placement', 'place.port_buffers', '18', ''),
('route', 'drt.antenna.violating_nets', '0', ''),
('setup_path', 'timing.rr.end', 'zero', ''),
('floorplanning', 'core_region_area', '5070', 'um^2'),
('route', 'first_iter_violations', '21', ''),
('yosys', 'yosys-stat-area', '686', 'um^2'),
('setup_path', 'worst_r2r_path_depth', '4', ''),
('setup_path', 'timing.critical_path.to_type', 'output port', ''),
('sta', 'setup_slack', '70.2', 'ps'),
('grt', 'global_route.overflow_total', '0', ''),
('grt', 'gr-usage-met1', '5.57', '%'),
('worst_hold_path', 'min-delay-path-class', 'in2async', ''),
('setup_path', 'gate_family_responsible_for_the_most_delay_along_the_worst_path', 'flip-flops', ''),
('clocking', 'cts_made_buffers', '3', ''),
('grt', 'first_global_vias', '597', ''),
('placement', 'number_of_instances_in_the_placed_design', '151', ''),
('floorplanning', 'chipHeight', '92', 'um'),
('setup_path', 'worst_ep_arrival_time', '970', 'ps'),
('setup_path', 'path_cells', 'dlygate4sd2_1', ''),
('sta', 'finalClockPeriodUsage', '94.6', '%'),
('placement', 'routabilityCongestion', '0.718', ''),
('setup_path', 'rrSetupSlack', '140', 'ps'),
('placement', 'hpwl', '1260', 'um'),
('power_and_ir_drop', 'leakagePower', '0.000452', 'uW'),
('grt', 'groute.layer.met3.usage', '2.97', '%');
-- through the flow --
| stage | util (%) | total power [uW] |
|---|---|---|
| 5_1_grt | 22.0 | 2600 |
| 6_report | 22.0 | 2390 |
| 2_1_floorplan | - | 1280 |
| 3_3_place_gp | 19.7 | 1930 |
| 3_5_place_dp | 19.7 | 1940 |
| 4_1_cts | 21.7 | 2390 |
-- per-layer routing --
metal | up-vias | wire, um | share of wire (%)
met5 | - | 0 | 0
met4 | 0 | 0 | 0
met3 | 0 | 236 | 13
met2 | 25 | 708 | 40
met1 | 264 | 814 | 46
li1 | 274 | - | -
-- what timing repair did --
item / CTS / global route
setup endpoints to repair: 15 / 1
pin swaps: 0 / 1
hold buffers: 0 / 0
buffers inserted: 10 / 0
gates resized: 15 / 3
-- cell families after synthesis --
| logic type | Yosys count | synth area share, % |
|---|---|---|
| flip-flops | 15 | 54.9 |
| AND/OR/NAND/NOR | 14 | 11.3 |
| AND-OR/OR-AND | 8 | 6.20 |
| multiplexers | 8 | 13.1 |
| XOR/XNOR | 6 | 7.66 |
| buffers and inverters | 6 | 6.20 |
| other | 1 | 0.547 |
-- synthesized netlist by cell type (all sizes together) --
cell type	count
a21oi	6
a31oi	2
and4	1
buf	5
conb	1
dfrtp	14
dfstp	1
inv	1
mux2	8
nand2	1
nand4	1
nor2	6
nor2b	1
nor3	1
nor4	3
xnor2	6
-- cells in the final DEF (no fill, tap or decap), types with 2 or more instances in the layout --
cell             count
buf_4               18
dlygate4sd2_1       15
dfrtp_1             14
mux2_2               8
xnor2_1              6
nor2_1               6
a21oi_1              6
clkbuf_8             3
clkdlybuf4s50_1      3
nor4_2               2
a31oi_1              2
-- registers in the layout (all words and copies together), names as in the netlist --
name       flops
zero           1
remainder     14
-- worst max path at each step --
stage / cells after the start / from / slack (ps) / to
after CTS: 1 / zero / 50 / zero
after global routing: 4 / remainder[8] / 30 / zero
final: 1 / zero / 70 / zero
-- report_power, final --
group / switching, uW / internal [uW] / leakage, uW
logic: 486 / 751 / 0.000263
registers: 113 / 681 / 0.000166
clock network: 145 / 216 / 0.0000228
total: 744 / 1650 / 0.000452
-- area by class of cell --
cell class | instances | area (um^2) | share of cell area, %
Sequential cell | 15 | 377 | 33.7
Timing Repair Buffer | 37 | 317 | 28.3
Multi-Input combinational cell | 37 | 288 | 25.8
Tap cell | 70 | 87.6 | 7.84
Clock buffer | 4 | 45.0 | 4.03
Inverter | 1 | 3.75 | 0.336
Power and IR drop assume default switching activity.
